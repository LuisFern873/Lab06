==> flow/design.v <==
module datapath (
	clk,
	reset,
	Adr,
	WriteData,
	ReadData,
	Instr,
	ALUFlags,
	PCWrite,
	RegWrite,
	IRWrite,
	AdrSrc,
	RegSrc,
	ALUSrcA,
	ALUSrcB,
	ResultSrc,
	ImmSrc,
	ALUControl
);
	input wire clk;
	input wire reset;
	output wire [31:0] Adr;
	output wire [31:0] WriteData;
	input wire [31:0] ReadData;
	output wire [31:0] Instr;
	output wire [3:0] ALUFlags;
	input wire PCWrite;
	input wire RegWrite;
	input wire IRWrite;
	input wire AdrSrc;
	input wire [1:0] RegSrc;
	input wire [1:0] ALUSrcA;
	input wire [1:0] ALUSrcB;
	input wire [1:0] ResultSrc;
	input wire [1:0] ImmSrc;
	input wire [1:0] ALUControl;
	wire [31:0] PCNext;
	wire [31:0] PC;
	wire [31:0] ExtImm;
	wire [31:0] SrcA;
	wire [31:0] SrcB;
	wire [31:0] Result;
	wire [31:0] Data;
	wire [31:0] RD1;
	wire [31:0] RD2;
	wire [31:0] A;
	wire [31:0] ALUResult;
	wire [31:0] ALUOut;
	wire [3:0] RA1;
	wire [3:0] RA2;
endmodule
module mux3 (
	d0,
	d1,
	d2,
	s,
	y
);
	parameter WIDTH = 8;
	input wire [WIDTH - 1:0] d0;
	input wire [WIDTH - 1:0] d1;
	input wire [WIDTH - 1:0] d2;
	input wire [1:0] s;
	output wire [WIDTH - 1:0] y;
	assign y = (s[1] ? d2 : (s[0] ? d1 : d0));
endmodule
==> flow/run.sh <==
#!/bin/bash
# OpenROAD 26Q1-2900-gdf79404cd8, Yosys 0.63+post, stock flow scripts
make -C /OpenROAD-flow-scripts/flow DESIGN_CONFIG=/design/flow/config.mk WORK_HOME=/design/flow/orfs finish
==> flow/config.mk <==
export PLATFORM = sky130hd
export DESIGN_NAME = mux3
export DESIGN_NICKNAME = mux3
export VERILOG_FILES = /design/flow/design.v
export SDC_FILE = /design/flow/constraint.sdc
export NUM_CORES = 4
export LEC_CHECK = 1
export CORE_AREA = 10 10 70 70
export DIE_AREA = 0 0 80 80
==> flow/constraint.sdc <==
current_design mux3

set clk_period 1.0
set clk_io_pct 0.2

create_clock -name clk0 -period $clk_period

set non_clock_inputs [all_inputs -no_clocks]
set_input_delay [expr $clk_period * $clk_io_pct] -clock clk0 $non_clock_inputs
set_output_delay [expr $clk_period * $clk_io_pct] -clock clk0 [all_outputs]
==> reports/summary.rpt <==
==============================================================================
Status .......................................................... complete, but fails checks
Violated checks ................................................. setup timing
Critical path capture point type ................................ primary output
Maximum vdd ir drop .............................................  0.0000370 V
Power Density ...................................................   350 mW/mm2
Combined area of all synthesized cells ..........................      173 um2
Setup-failing EPs final .........................................            1
Top-level port count ............................................           34
Maximum number of pins on one net before global-route repair ....            9
Count of cells along the worst hold path ........................            4
Worst path required time ........................................      0.80 ns
First-pass iteration count of the detailed router ...............            3
Share of cells above drive strength 1 ...........................        0.323
Most used logic cell in the final layout ........................ sky130_fd_sc_hd__dlygate4sd2_1
Utilization of the core after routing ...........................        0.171
Max-slew violation count ........................................            0
Commonest cells after routing, fill and taps aside .............. 24 x sky130_fd_sc_hd__dlygate4sd2_1, 9 x sky130_fd_sc_hd__buf_2, 8 x sky130_fd_sc_hd__nand2_1
Final weighted congestion in routability-driven placement .......        0.778
CP startpoint kind ..............................................    input pin
Number of vias in the routed layout .............................          343
Residual overflow from global routing ...........................            0
Final sum of negative setup slack ...............................   -0.0119 ns
Crit Path Class .................................................       in2out
Registers .......................................................            0
Kind of path behind the tightest hold check .....................       in2out
Top cells, area ................................................. sky130_fd_sc_hd__mux2i_1 46%, sky130_fd_sc_hd__o21ai_1 23%, sky130_fd_sc_hd__nand2_1 17%, sky130_fd_sc_hd__buf_6 13%
Worst max-slew margin expressed relative to the limit ...........        0.885
Synth Seq Share .................................................            0
Max Cap Viol ....................................................            0
Placed Cells ....................................................          107
Standard-cell row count .........................................           21
Synth Warn # ....................................................            0
Global-route wire length before repair ..........................      1730 um
Layout clock buffer count .......................................            0
Vertical die dimension ..........................................        80 um
Initial antenna violation count .................................            0
Input/output buffers ............................................           34
Final hold violation count ......................................            0
Post-CTS setup-driven buffer insertion count ....................            0
Area of the multi-input gates ...................................      181 um2
GRT Util Overall ................................................       0.0323
Data arrival at the endpoint of the critical path ...............      0.81 ns
Tmin final ......................................................      1.01 ns
Drt wl/cell .....................................................      11.3 um
Cell count after synthesis ......................................           26
Post-detailed-placement half-perimeter wirelength ...............       989 um
Number of diodes added for antenna fixing .......................            0
Peak Freq .......................................................    0.988 GHz
Fill cells ......................................................          385
Hold slack ......................................................     0.783 ns
Post-detailed-route via-to-cell ratio ...........................         3.18
Post-synthesis chip area from yosys .............................      173 um2
Floorplan core area .............................................  0.00342 mm2
Area Growth Syn to Fin ..........................................         238%
Overall die width ...............................................        80 um
DRC violation count after routing ...............................            0
OpenROAD warning count ..........................................           34
Part of the cycle the worst path needs ..........................         1.01
Hold-fix buffers, CTS ...........................................            0
Leakage power figure ............................................     0.285 nW
Yosys Instances .................................................           26
Final worst slack ...............................................   -0.0119 ns
Overall routed net length .......................................      1220 um
Dominant cell type by area after synthesis ...................... sky130_fd_sc_hd__mux2i_1
Via count of the first global-routing pass ......................          361
Hold EP .........................................................         y[0]
Largest fanout on the critical path .............................            5
DR iter-0 viols .................................................            7
Area leader share ...............................................        0.464
Average footprint of a synthesized cell .........................     6.64 um2
Starting density of the core ....................................       0.0505
Unrepaired setup endpoints after global routing .................          yes
Count of nets left with antenna violations after detail routing .            0
Slew at the pin with the worst max-slew slack ...................     0.167 ns
Storage element area ............................................        0 um2
Die Outline Area ................................................  0.00640 mm2
Origin of the worst min-delay path ..............................        d2[0]
Distinct lib cells ..............................................            4
Post-layout instance count excluding filler cells ...............          108
==============================================================================
report_power, final:
group | switching [mW] | internal [mW] | total [mW]
clock network | 0 | 0 | 0
logic | 0.0693 | 0.135 | 0.204
registers | 0 | 0 | 0
total | 0.0693 | 0.135 | 0.204
critical path: stages:
cell and delay, ns:
sky130_fd_sc_hd__buf_8 0.10, sky130_fd_sc_hd__buf_8 0.13, sky130_fd_sc_hd__mux2i_4 0.17, sky130_fd_sc_hd__o21ai_2 0.10, sky130_fd_sc_hd__buf_2 0.11
synthesized netlist by cell type:
cell type,number
sky130_fd_sc_hd__nand2_1,8
sky130_fd_sc_hd__mux2i_1,8
sky130_fd_sc_hd__buf_6,2
sky130_fd_sc_hd__o21ai_1,8
per-layer routing:
metal,GRT usage,wire [um],part of all wire,vias up
met5,0,0,0,-
met4,0,0,0,0
met3,0.00909,118,0.097,0
met2,0.0530,505,0.41,23
met1,0.0435,595,0.49,154
li1,-,-,-,166
logic make-up after synthesis:
logic type | count (synthesis) | synth area share
compound gates | 8 | 0.232
buf+inv | 2 | 0.130
mux | 8 | 0.464
simple gates | 8 | 0.174
worst max path at each step:
stage,cells after the start,start,slack (ns),end
6_report,5,s[0],-0.01,y[6]
4_1_cts,5,s[0],-0.02,y[6]
5_1_grt,5,s[0],-0.03,y[6]
stage by stage:
stage	setup slack [ns]	cell area, um2	power [mW]
2_1_floorplan	0.260	173	0.0520
3_3_place_gp	-0.743	583	0.225
3_5_place_dp	-0.749	583	0.227
4_1_cts	-0.0189	559	0.194
5_1_grt	-0.0324	583	0.221
6_report	-0.0119	583	0.204
layout make-up:
cell class                      instances  area share
Tap cell                               46      0.0987
Timing Repair Buffer                   38       0.590
Multi-Input combinational cell         24       0.311
what timing repair did:
item / 4_1_cts / 5_1_grt
gates resized: 65 / 5
setup endpoints to repair: 8 / 8
cloned: 1 / 0
pin swaps: 12 / 6
Power figures rest on the tool's default switching activity, not on a simulated workload.
